==> /design/flow/design.v <==
module multiplier (rst, clk, multiplier, multiplicand, product);
	input rst, clk;
	input [31:0] multiplier, multiplicand;
	wire [31:0] multiplier, multiplicand;
	output [63:0] product;
	reg [63:0] product;
	reg [63:0] internal_multiplicand;
	reg [31:0] internal_multiplier;
	reg [5:0] count;
	reg [3:0] state;
	parameter [3:0] init = 2'b00, add = 2'b01, shift = 2'b10, done = 2'b11;
	always @(posedge clk)
      if (rst == 1) begin					 
			state <= init;				 
        end else begin
			case (state)				 
				init: begin
					count <= 0; product <= 0; 
					internal_multiplier <= multiplier; 
					internal_multiplicand <= multiplicand;			 
					if (multiplier[0] == 1) begin
						state <= add;				 
					end else if (multiplier[0] == 0)
						state <= shift;				 
				end
				add: begin
					product = product + internal_multiplicand;			 
					state <= shift;										 
				end
				shift: begin
					internal_multiplier = internal_multiplier >> 1;		 
					internal_multiplicand = internal_multiplicand << 1;	 
					count = count + 1;										 
                  if (((internal_multiplier [0] == 1) && (count < 32)))	 
						state <= add;
                  else if(((internal_multiplier [0] == 0) && (count < 32)))
						state <= shift;
					else if (count >= 32) begin									 
						state <= done;
					end
				end
				done: begin														 
                  if(rst == 1) begin
					state <= init;
					end else if(rst == 0) begin
					state <= done;
                  end
                end
				default: begin
					state <= init;
				end
			endcase
		end
endmodule
==> /design/flow/run.sh <==
#!/bin/bash
# OpenROAD 26Q1-2900-gdf79404cd8, Yosys 0.63+post, stock flow scripts
make -C /OpenROAD-flow-scripts/flow DESIGN_CONFIG=/design/flow/config.mk WORK_HOME=/design/flow/orfs finish
==> /design/flow/config.mk <==
export PLATFORM = sky130hd
export DESIGN_NAME = multiplier
export DESIGN_NICKNAME = multiplier
export VERILOG_FILES = /design/flow/design.v
export SDC_FILE = /design/flow/constraint.sdc
export NUM_CORES = 4
export LEC_CHECK = 1
export CORE_UTILIZATION = 50
==> /design/flow/constraint.sdc <==
current_design multiplier

set clk_period 17.6
set clk_io_pct 0.2

create_clock -name clk0 -period $clk_period [get_ports {clk}]

set non_clock_inputs [all_inputs -no_clocks]
set_input_delay [expr $clk_period * $clk_io_pct] -clock clk0 $non_clock_inputs
set_output_delay [expr $clk_period * $clk_io_pct] -clock clk0 [all_outputs]
==> impl_metrics.json <==
{
  "fp.coreArea_um2": 21100,
  "cellPowerDensity_nw_per_um2": 84.9,
  "post-cts-setup-buffer-count": 0,
  "cts_hold_buffers": 0,
  "synth_area_um2": 10800,
  "ratio_of_cells_with_drive_above_1_in_the_final_layout_pct": 10.5,
  "ys.flops": 168,
  "finalMaxSlewViolations": 0,
  "h-tree-depth": 4,
  "final-setup-viol-count": 0,
  "drtPass1Iterations": 5,
  "antenna_violating_nets_post_route": 0,
  "run_status": "complete, no violations",
  "fp_util_pct": 51.1,
  "layout_top_cells": "sky130_fd_sc_hd__edfxtp_1, sky130_fd_sc_hd__clkdlybuf4s50_1, sky130_fd_sc_hd__a21oi_1",
  "lay_top_count": "sky130_fd_sc_hd__edfxtp_1",
  "number_of_buffers_created_by_cts": 17,
  "globalRouteMet2Util_pct": 37.8,
  "edf_count": 165,
  "finalWirelength_um": 25800,
  "timing.final.crit_period_ns": 5.46,
  "global_route_wire_length_before_repair_um": 41300,
  "synth.distinct_cells": 74,
  "placementRows": 53,
  "number_of_drc_violations_after_detailed_routing_iteration_0": 482,
  "worst_ep_required_time_ns": 17.65,
  "ctsRootBufferMaster": "sky130_fd_sc_hd__clkbuf_16",
  "synth.yosys.num_cells": 1024,
  "yosysChipArea_um2": 10800,
  "syn_avg_cell_area_um2": 10.5,
  "fmax_mhz": 183,
  "grt_busiest_layer": "met1",
  "vias": 8291,
  "p_leak_nw": 4.74,
  "crit_path_frequent_cell": "sky130_fd_sc_hd__buf_4",
  "worst_hold_slack_ns": 0.536,
  "tool_warnings": 26,
  "grt_pass1_vias": 7904,
  "grt.met3_usage_pct": 6.21,
  "post_cts_resize_count": 0,
  "numClockSinks": 168,
  "finalHoldViolations": 0,
  "remaining_drc_errors": 0,
  "worstPathMaxFanout": 57,
  "max_cap_violations": 0,
  "synthesis.instances": 1024,
  "grt_start_max_net_pins": 58,
  "finalClockPeriodUsage_pct": 31.0,
  "tritoncts_clock_tree": "built",
  "die.size.x_um": 149,
  "critical_path_class": "in -> reg",
  "buffer_ports.inserted": 129,
  "gp_congestion": 0.950,
  "place_hpwl_um": 18700,
  "launching_element_type_of_the_critical_path": "primary input",
  "finClkSkew_ns": 0.0158,
  "grt_antenna_before_repair": 2,
  "grt_setup_unrepaired": "no",
  "seq_area_frac_synth_pct": 46.6,
  "yosys_warnings": 1,
  "slew_headroom_pct": 47.5,
  "tightestPinTransition_ns": 0.787,
  "global_route.usage.total_pct": 25.5,
  "area.growth.synth_to_final_pct": 19.3,
  "floorplan.die_area_um2": 22100,
  "ir_worst_vdd_mv": 0.0630,
  "clkTransAtPathRegs_ns": 0.07,
  "setup.worst_path.end_class": "flip-flop",
  "io_pins": 130,
  "global_route_met1_usage_pct": 41.5,
  "post_synth_arst_share_pct": 0,
  "globalRoute.totalOverflow": 0,
  "cts_buffer_depth": 2,
  "slowest_delay_ns": 0.72,
  "post_drt_wl_per_cell_um": 18.3,
  "dieHeight_um": 149,
  "worstPathCellList": "clkdlybuf4s50_1 > nor2_4 > buf_4 > buf_4",
  "vias_per_cell": 5.88,
  "cpMaxStageDelayCell": "sky130_fd_sc_hd__buf_4",
  "critical_path_arrival_ns": 5.52,
  "setup-tns-final_ns": 0,
  "hold_path_class": "reg -> reg",
  "clock_latency_ns": 0.43,
  "postSynth.topFlopCell": "sky130_fd_sc_hd__edfxtp_1"
}
-- cell families (layout without fill, tap and decap cells) --
logic type      count (synthesis)  after routing  synth area share, %
compound gates                256            256                 15.6
xor+xnor                       41             41                 3.33
fa+ha+maj                      65             65                 7.62
buf+inv                        75            185                 2.71
flops                         168            168                 46.6
mux                            70             70                 7.22
other cells                     0              1                    0
simple gates                  349            349                 16.9
-- stage by stage --
step	setup slack [ns]	instance area, um2	power, mW	instances	util, %
after floorplan	9.34	10800	0.650	1024	-
after global placement	11.68	12300	0.726	1377	58.1
after detailed placement	11.64	12300	0.727	1377	58.1
after CTS	12.12	12900	1.10	1409	61.0
after global routing	12.03	12900	1.15	1409	61.0
final	12.14	12900	1.09	1410	61.0
-- where the power goes --
group / switching (mW) / internal [mW] / total (mW)
Combinational: 0.127 / 0.106 / 0.233
Sequential: 0.0159 / 0.471 / 0.487
Clock: 0.180 / 0.192 / 0.372
Total: 0.324 / 0.768 / 1.09
-- worst paths after layout --
check | start | cells past startpoint | end | slack [ns]
worst max-delay path | rst | 4 | internal_multiplicand[39] | 12.14
worst min-delay path | internal_multiplier[1] | 2 | state[2] | 0.54
worst min register to register | internal_multiplier[1] | 2 | state[2] | 0.54
worst max register to register | product[0] | 9 | product[58] | 13.47
-- synthesized netlist by cell type, types with 8 or more instances --
cell	n	area, um2
sky130_fd_sc_hd__edfxtp_1	165	4950
sky130_fd_sc_hd__nor2b_1	9	56.3
sky130_fd_sc_hd__and2_1	42	263
sky130_fd_sc_hd__mux2_2	62	698
sky130_fd_sc_hd__nand2_1	67	251
sky130_fd_sc_hd__nand4_1	40	250
sky130_fd_sc_hd__a21oi_1	84	420
sky130_fd_sc_hd__or3_1	8	50.1
sky130_fd_sc_hd__and3_1	11	68.8
sky130_fd_sc_hd__o21bai_1	17	128
sky130_fd_sc_hd__ha_1	64	801
sky130_fd_sc_hd__xor2_1	19	166
sky130_fd_sc_hd__o21ai_0	46	230
sky130_fd_sc_hd__nor2_1	74	278
sky130_fd_sc_hd__a21o_1	35	263
sky130_fd_sc_hd__clkbuf_1	44	165
sky130_fd_sc_hd__inv_1	17	63.8
sky130_fd_sc_hd__xnor2_1	22	193
sky130_fd_sc_hd__nand2b_1	18	113
sky130_fd_sc_hd__mux2i_1	8	80.1
sky130_fd_sc_hd__nand3_1	25	125
sky130_fd_sc_hd__nor3_1	23	115
sky130_fd_sc_hd__o21a_1	12	90.1
-- worst max-delay path: cells and delay by family --
family,cells,cell delay (ns)
buf+inv,3,1.78
simple gates,1,0.14
-- routing by layer --
metal | vias to the layer above | routed length (um)
li1 | 4078 | -
met1 | 3922 | 11900
met2 | 260 | 11700
met3 | 29 | 1770
met4 | 2 | 399
met5 | - | 12
-- area by class of cell --
class / count / area, um2
diodes: 1 / 2.50
clock buffers: 17 / 425
clock inverters: 15 / 178
fillers: 1739 / 8230
inverters: 17 / 63.8
multi-input cells: 781 / 5480
flip-flops and latches: 168 / 5020
well taps: 275 / 344
repair buffers: 136 / 1340
-- registers in the layout, indices dropped and copies added (netlist names) --
register / count
state: 3
internal_multiplicand: 64
count: 6
product: 64
internal_multiplier: 31
Power is estimated from default activity; no workload was simulated.
